## design/flow/design.v

```verilog
`timescale 1ns / 1ps
module Immediate_Generator #(parameter WIDTH = 32) (
    input [WIDTH-1:0] i_instruction,
    output [WIDTH-1:0] o_immediate
);
reg [WIDTH-1:0] immediate;
wire [6:0] opcode;
wire [2:0] funct3;
always @(*) begin
    case(opcode)
        7'b0010011: begin
            case(funct3)
                3'b001,3'b101: immediate = {27'b0, i_instruction[24:20]};
                default: immediate = {{20{i_instruction[31]}}, i_instruction[31:20]};
            endcase
        end
        7'b0000011: immediate = {{20{i_instruction[31]}}, i_instruction[31:20]};
        7'b1100111: immediate ={{20{i_instruction[31]}}, i_instruction[31:20]};
        7'b0100011: immediate = {{20{i_instruction[31]}}, i_instruction[31:25], i_instruction[11:7]};
        7'b1100011: immediate = {{20{i_instruction[31]}}, i_instruction[7], i_instruction[30:25], i_instruction[11:8], 1'b0};
        7'b0110111, 7'b0010111: immediate = {i_instruction[31:12], 12'b0};
        7'b1101111: immediate ={{12{i_instruction[31]}}, i_instruction[19:12], i_instruction[20], i_instruction[30:21], 1'b0};
        default: immediate = 32'b0;
    endcase
end
assign o_immediate = immediate;
assign funct3 = i_instruction[14:12];
assign opcode = i_instruction[6:0];
endmodule
```

## design/flow/run.sh

```bash
#!/bin/bash
# OpenROAD 26Q1-2900-gdf79404cd8, Yosys 0.63+post, stock flow scripts
make -C /OpenROAD-flow-scripts/flow DESIGN_CONFIG=/design/flow/config.mk WORK_HOME=/design/flow/orfs finish
```

## design/flow/config.mk

```make
export PLATFORM = sky130hd
export DESIGN_NAME = Immediate_Generator
export DESIGN_NICKNAME = Immediate_Generator
export VERILOG_FILES = /design/flow/design.v
export SDC_FILE = /design/flow/constraint.sdc
export NUM_CORES = 4
export LEC_CHECK = 1
export CORE_AREA = 10 10 70 70
export DIE_AREA = 0 0 80 80
```

## design/flow/constraint.sdc

```tcl
current_design Immediate_Generator

set clk_period 3.5
set clk_io_pct 0.2

create_clock -name clk0 -period $clk_period

set non_clock_inputs [all_inputs -no_clocks]
set_input_delay [expr $clk_period * $clk_io_pct] -clock clk0 $non_clock_inputs
set_output_delay [expr $clk_period * $clk_io_pct] -clock clk0 [all_outputs]
```

==> run summary <==
The following summarizes the physical implementation.

Yosys
Of the total synthesized cell area, the portion taken by AND-OR and OR-AND cells is 56.9%. Of the post-synthesis cell area, the dominant cell type holds 18.7%. After synthesis, the chip area reported by Yosys is 514 µm². In this run, distinct cell masters in the synthesized netlist total 28. For this design, Yosys synthesis ends with a cell count of 68. In the synthesized netlist, the dominant kind of combinational cell is AND-OR/OR-AND gates. The most numerous cell in the Yosys netlist is a21o_2. The fraction of the mapped netlist area in adder cells is 0%. Summing the areas of all xor and xnor instances in the mapped netlist gives 0% of the synthesized area. The synthesized netlist cell count is 68. The synthesis report lists the Yosys warning total as 1. Sorting the Yosys area breakdown by cell type puts at the top a21o_2. The synthesized netlist occupies a cell area of 514 µm². The main area contributors are a21o_2 (19%), a21o_1 (12%), and2_1 (7.3%). Measured against the total synthesized area, the mux share comes to 0%. The post-synthesis simple-gate area fraction is 35.5%. The mean instance size in the synthesized netlist is 7.56 µm².

The register share after synthesis is 0%. In the synthesized netlist, the cells that appear most often are a21o_2 (11), a21o_1 (8), and2_1 (6).

Die
Measured along the y axis, the die boundary spans 80 µm. The core region is 3420 µm². The area of the die is 6400 µm². The floorplan row count is 21. In the floorplan report the effective utilization is 15.1%. From left edge to right edge, the die measures 80 µm. The I/O pin count is 64.

Setup path
The kind of cell with the highest combined delay on the critical path is buffers and inverters. The signal on the critical path passes through clkdlybuf4s50_1, nor4_4, nand4b_2, o21ai_2, a21o_1, clkdlybuf4s50_1. The critical path launch point type is an input pin. The most used cell along the critical path is clkdlybuf4s50_1. The path type of the worst setup path is in2out. The required time of the critical path is 2800 ps. The timing report shows that the slowest cell on the worst path is clkdlybuf4s50_1. The delay of the slowest critical-path stage is 560 ps. The arrival time at the worst endpoint is 2630 ps.

The critical-path maximum fanout is 8. Along the critical path, the tally of buffer and inverter instances is 2. STA classifies the critical path endpoint as an output port.

Route
Per the log, the first TritonRoute iteration ended with a DRC count of 13. The average wire length per cell after detail routing is 14.1 µm. The overall via count from detail_route is 793. The routed layout reports a DRC error count of 0. For this run, the script counts the antenna cells in the layout as 0. Wires add up to 2510 µm. The total iterations of the first detailed-routing run is 4. The ratio of routed vias to standard cells is 4.46. The detail route stage leaves a number of antenna-violating nets equal to 0.

Final timing
The remaining max-slew budget at the tightest pin is 76.9%. Endpoints with negative setup slack in the final report add up to 0. Setup repair after global routing left no endpoint under its margin.

The number of hold violations in the final report is 0. The fmax is 0.300 GHz. The tightest hold path in the finished design has a slack of 2350 ps. The worst path uses 95.1% of the clock period.

For the final routed database, the setup TNS stands at 0 ps. The measured slew at the worst slew-check pin is 347 ps. The number of slew-limit violations in the final report is 0. The post-layout minimum cycle time is 3330 ps.

Global route
The initial antenna violation count is 0. Entering global routing, the biggest net connects 12 pins. Global routing used 7.30% of the available tracks. The number of global-route vias before repair is 842. The total overflow left after global routing is 0. The first global-routing pass estimated 3970 µm of wire.

Place
Routability-driven placement finished with a final weighted congestion of 0.833. The number of port buffers is 64. After legalization and detailed placement, the total HPWL measured 2250 µm.

Finish
The layout summary lists the proportion of cells stronger than drive strength 1 as 18.2%. From synthesis to final layout, the design area changed by 138%. The sequential cell area in the final layout is 0 µm². The post-route core utilization is 35.8%.

The layout clock buffer count is 0. The flip-flop and latch count is 0.

Power and ir drop
The design internal power is 0.0000558 W. The total power per unit cell area is 67.3 nW/µm². Looking at the power breakdown, combinational cells take 100.0% of the total. Looking at the power breakdown, sequential logic takes 0% of the total. The switching share of power is 32.2%.

The net switching power in the latest report is 0.0000265 W. The clock network is responsible for 0% of the overall power. Per the OpenROAD power report, leakage power amounts to 0.568 nW.

The worst ir drop on vdd is 0.0000304 V.

Run
The number of maximum-capacitance violations is 0. The stage logs contain a warning count of 32.

Clocking
The cts-stage hold buffer count is 0. Once the clock tree was built, the resizer swapped 0 gates to a different size. The count of buffers added by post-CTS timing repair for setup is 0.

Outcome
The flow ran to the end, and the final reports show no timing, DRC or antenna violations.

Hold path
According to the hold report, the worst path is of the in2out type.
## power groups by stage
stage | clock network (W) | logic, W | registers, W
CTS | 0 | 0.0000828 | 0
global route | 0 | 0.0000899 | 0
finish | 0 | 0.0000824 | 0
## tightest hold or removal path: cells and delay by family
family	cells	cell delay (ps)
AOI/OAI and AO/OA	1	150
buffers and inverters	2	800
## metal layers
| metal | wire length (µm) | GRT usage (%) | vias to the layer above |
|---|---|---|---|
| met5 | 0 | 0 | - |
| met4 | 0 | 0 | 0 |
| met3 | 379 | 2.95 | 0 |
| met2 | 1020 | 12.0 | 43 |
| met1 | 1110 | 9.23 | 361 |
| li1 | - | - | 389 |
## through the flow
step                      area (µm²)   power, W  setup slack, ps  instances
after floorplan                  514  0.0000216             1230         68
after global routing            1220  0.0000899             9.63        178
after CTS                       1210  0.0000828              117        178
final                           1220  0.0000824              171        178
after global placement          1210  0.0000818              129        178
after detailed placement        1210  0.0000825              122        178
## worst paths after layout
check / end / start / cells past startpoint / slack (ps)
setup / recovery: o_immediate[15] / i_instruction[3] / 6 / 170
hold / removal: o_immediate[14] / i_instruction[14] / 3 / 2350
## placed cells by master, fill, tap and decap left out, drive strengths merged, types with 2 or more instances in the layout
cell type and instances:
nand2 5, nand3 3, clkdlybuf4s50 64, buf 4, a21o 19, o21ai 7, and3 2, inv 2
nor2 2, and2 6, nor2b 2, a22o 4
## cells by family (layout without fill, tap and decap cells)
group | count (synthesis) | after routing
and+or+nand+nor | 27 | 27
buffers and inverters | 6 | 70
AOI/OAI and AO/OA | 35 | 35
## layout make-up
type | instances | area, µm²
multi-input cells | 62 | 488
well taps | 46 | 57.6
inverters | 2 | 7.51
repair buffers | 68 | 671
fillers | 371 | 2190
Power and IR drop assume default switching activity.
